==> flow/design.v <==
module immediate_generator (
    input   wire [31:0] instruction,
    input   wire        illegal,
    input   wire        r_type,
    input   wire        i_type,
    input   wire        s_type,
    input   wire        u_type,
    output  wire [31:0] imm
);
    reg     [31:0] reg_imm;
    wire    [11:0] imm_i = instruction[31:20];
    wire    [11:0] imm_s = {instruction[31:25], instruction[11:7]};
    wire    [19:0] imm_u = instruction[31:12];
    always @(*) 
    begin
        if (i_type) 
        begin
            reg_imm = {{20{imm_i[11]}}, imm_i};
        end
        else if (s_type) 
        begin
            reg_imm = {{20{imm_s[11]}}, imm_s};
        end
        else if (u_type) 
        begin
            reg_imm = {imm_u, 12'b0};
        end
        else 
        begin
            reg_imm = 32'b0;
        end
    end
    assign imm = reg_imm;
endmodule
==> flow/run.sh <==
#!/bin/bash
# OpenROAD 26Q1-2900-gdf79404cd8, Yosys 0.63+post, stock flow scripts
make -C /OpenROAD-flow-scripts/flow DESIGN_CONFIG=/design/flow/config.mk WORK_HOME=/design/flow/orfs finish
==> flow/config.mk <==
export PLATFORM = sky130hd
export DESIGN_NAME = immediate_generator
export DESIGN_NICKNAME = immediate_generator
export VERILOG_FILES = /design/flow/design.v
export SDC_FILE = /design/flow/constraint.sdc
export NUM_CORES = 4
export LEC_CHECK = 1
export CORE_AREA = 10 10 70 70
export DIE_AREA = 0 0 80 80
export SYNTH_HDL_FRONTEND = slang
==> flow/constraint.sdc <==
current_design immediate_generator

set clk_period 4.3
set clk_io_pct 0.2

create_clock -name clk0 -period $clk_period

set non_clock_inputs [all_inputs -no_clocks]
set_input_delay [expr $clk_period * $clk_io_pct] -clock clk0 $non_clock_inputs
set_output_delay [expr $clk_period * $clk_io_pct] -clock clk0 [all_outputs]
==> run_results.csv <==
group,metric,value,unit
floorplan,rows,21,
detailed_routing,routed_wl,2000,um
floorplan,die_h,80,um
synth,synthXorXnorAreaFrac,0,
cells_and_area,clock_buffer_count,0,
global_route,top_usage_layer,"met2",
synth,yosys.area_share.aoi,0.689,
place,gp_congestion,0.769,
synth,top_logic_kind,"AND-OR/OR-AND gates",
pwr,power,0.0000979,W
clock_network,ctsResizeCount,0,
synth,synth_cells,39,
flow_run,cap_viol_max_count,0,
global_route,overflow,0,
min_path,worstHoldStart,"instruction[31]",
setup_path,cpPeakStageDelay,0.69,ns
synth,area_leaders,"a21o_2, a21o_1, a22o_2",
setup_path,cp-start-kind,"primary input",
setup_path,cp_common_cell,"clkdlybuf4s50_1",
synth,mux_area_frac,0,
setup_path,crit_path_start,"i_type",
floorplan,ios,69,
setup_path,end_kind,"output pin",
outcome,status,"complete, no violations",
synth,yosys_warnings,0,
cells_and_area,area_growth,200,%
sta,min_period,3.65,ns
floorplan,dieArea,6400,um2
sta,period_used_share,0.850,
clock_network,hold_buffers,0,
global_route,antenna_found_initial,0,
global_route,grt_max_degree,12,
detailed_routing,drc,0,
min_path,hold_class,"in -> out",
detailed_routing,viasPerCell,3.70,
clock_network,cts_setup_buffers,0,
setup_path,path_cells,"clkdlybuf4s50_1, o21a_1, buf_4, a21o_1, clkdlybuf4s50_1",
setup_path,crit_required,3.44,ns
sta,max-slew-margin-rel,0.720,
pwr,power.leakage,0.429,nW
synth,yosysChipArea,322,um2
sta,drv_slew,0,
cells_and_area,drive_gt1_frac,0.196,
sta,finalHoldViolCount,0,
synth,yosysSeqAreaShare,0,
synth,top_area_frac,0.245,
global_route,grt_pass1_wl,3060,um
sta,tightest_slew,0.419,ns
synth,simple_gate_share,0.214,
place,hpwl,1810,um
setup_path,crit_family,"buffers and inverters",
sta,fin_tns_setup,0,ns
cells_and_area,design.seq.count,0,
synth,common_cells,"a21o_1, a21o_2, nor2b_1, a22o_2, buf_6",
detailed_routing,wl_per_cell,14.0,um
flow_run,tool_warnings,41,
synth,syn_area_per_cell,8.25,um2
global_route,grtUsageMet1,0.0633,
floorplan,fp-utilization,0.0941,
setup_path,cp.arrival,2.79,ns
setup_path,cp_max_fo,11,
synth,most_common_cell,"a21o_1",
synth,syn_area,322,um2
sta,max_freq,0.274,GHz
cells_and_area,flop_area,0,um2
pwr,power_per_cell_area,102,nW/um2
detailed_routing,drt_first_pass_iters,2,
global_route,grt_use_met3,0.0364,
setup_path,slowest_stage,"clkdlybuf4s50_1",
synth,ys_cells,39,
place,portBuffers,60,
detailed_routing,drt-initial-drc-count,12,
synth,synthDistinctLibCells,12,
setup_path,worstSetupPathType,"in -> out",
pwr,vdd.ir_drop.worst,0.0000269,V
synth,yosysTopAreaCell,"a21o_2",
detailed_routing,vias,529,
global_route,track_usage,0.0577,
setup_path,path_buffers,3,
detailed_routing,drtAntennaViolNets,0,
floorplan,die_w,80,um
synth,fa_ha_area_frac,0,
global_route,grt_pass1_vias,641,
detailed_routing,n_antenna_cell,0,
cells_and_area,fillCellCount,364,
floorplan,core,3420,um2
sta,setup_viol,0,
global_route,met2_usage,0.0979,
sta,grt_setup_unrepaired,"no",
layer usage:
layer | wire [um] | vias up
li1 | - | 263
met1 | 738 | 230
met2 | 909 | 36
met3 | 348 | 0
met4 | 0 | 0
met5 | 0 | -
metrics by stage:
stage                      util  hold slack [ns]  std cells  worst slack (ns)  cell area, um2
after global placement    0.282             2.67        143             0.632             963
final                     0.282             2.67        143             0.646             963
after detailed placement  0.282             2.67        143             0.620             963
after floorplan               -             1.78         39              1.86             322
after CTS                 0.282             2.67        143             0.616             963
after global routing      0.282             2.69        143             0.474             963
cell usage in the layout, fill, tap and decap left out:
cell,n
clkdlybuf4s50_1,60
a21o_1,10
a21o_2,9
nor2b_1,6
a22o_2,5
buf_4,2
nor3b_4,1
o21a_1,1
nor2_1,1
and2b_2,1
o31a_2,1
cells by family (layout without fill, tap and decap cells):
| kind of cell | after synthesis | after routing |
|---|---|---|
| AOI/OAI and AO/OA | 26 | 26 |
| buffers and inverters | 4 | 62 |
| and+or+nand+nor | 9 | 9 |
final timing paths:
kind / to / slack [ns] / depth (start not counted)
max: imm[27] / 0.65 / 5
min: imm[31] / 2.67 / 3
layout make-up:
cell class                 count  area, um2  area share
timing repair buffer          62        616       0.639
tap                           46       57.6      0.0597
multi-input combinational     35        290       0.301
worst min-delay path, stage by stage:
cell and delay [ns]:
clkdlybuf4s50_1 0.42, o31a_2 0.12, clkdlybuf4s50_1 0.41
power breakdown:
group | switching, W | internal [W]
clock network | 0 | 0
registers | 0 | 0
logic | 0.0000238 | 0.0000741
Power figures rest on the tool's default switching activity, not on a simulated workload.
