--- /design/flow/config.mk ---
export PLATFORM = sky130hd
export DESIGN_NAME = mux_32to1_32bits
export DESIGN_NICKNAME = mux_32to1_32bits
export VERILOG_FILES = /design/flow/design.v
export SDC_FILE = /design/flow/constraint.sdc
export NUM_CORES = 4
export LEC_CHECK = 1
export CORE_AREA = 10 10 408 408
export DIE_AREA = 0 0 418 418
export SYNTH_HDL_FRONTEND = slang
--- /design/flow/constraint.sdc ---
current_design mux_32to1_32bits

set clk_period 11.6
set clk_io_pct 0.2

create_clock -name clk0 -period $clk_period

set non_clock_inputs [all_inputs -no_clocks]
set_input_delay [expr $clk_period * $clk_io_pct] -clock clk0 $non_clock_inputs
set_output_delay [expr $clk_period * $clk_io_pct] -clock clk0 [all_outputs]
--- /design/flow/design.v ---
module mux_32to1_32bits 
(   
    input   wire    [31:0]  in0,
    input   wire    [31:0]  in1,
    input   wire    [31:0]  in2,
    input   wire    [31:0]  in3,
    input   wire    [31:0]  in4,
    input   wire    [31:0]  in5,
    input   wire    [31:0]  in6,
    input   wire    [31:0]  in7,
    input   wire    [31:0]  in8,
    input   wire    [31:0]  in9,
    input   wire    [31:0]  in10,
    input   wire    [31:0]  in11,
    input   wire    [31:0]  in12,
    input   wire    [31:0]  in13,
    input   wire    [31:0]  in14,
    input   wire    [31:0]  in15,
    input   wire    [31:0]  in16,
    input   wire    [31:0]  in17,
    input   wire    [31:0]  in18,
    input   wire    [31:0]  in19,
    input   wire    [31:0]  in20,
    input   wire    [31:0]  in21,
    input   wire    [31:0]  in22,
    input   wire    [31:0]  in23,
    input   wire    [31:0]  in24,
    input   wire    [31:0]  in25,
    input   wire    [31:0]  in26,
    input   wire    [31:0]  in27,
    input   wire    [31:0]  in28,
    input   wire    [31:0]  in29,
    input   wire    [31:0]  in30,
    input   wire    [31:0]  in31,
    input   wire    [4:0]   sel, 
    output  wire    [31:0]  mux_out
);
    reg [31:0] reg_mux_out;
    always @(*) 
    begin
        case (sel)
            5'b00000: reg_mux_out = in0;
            5'b00001: reg_mux_out = in1;
            5'b00010: reg_mux_out = in2;
            5'b00011: reg_mux_out = in3;
            5'b00100: reg_mux_out = in4;
            5'b00101: reg_mux_out = in5;
            5'b00110: reg_mux_out = in6;
            5'b00111: reg_mux_out = in7;
            5'b01000: reg_mux_out = in8;
            5'b01001: reg_mux_out = in9;
            5'b01010: reg_mux_out = in10;
            5'b01011: reg_mux_out = in11;
            5'b01100: reg_mux_out = in12;
            5'b01101: reg_mux_out = in13;
            5'b01110: reg_mux_out = in14;
            5'b01111: reg_mux_out = in15;
            5'b10000: reg_mux_out = in16;
            5'b10001: reg_mux_out = in17;
            5'b10010: reg_mux_out = in18;
            5'b10011: reg_mux_out = in19;
            5'b10100: reg_mux_out = in20;
            5'b10101: reg_mux_out = in21;
            5'b10110: reg_mux_out = in22;
            5'b10111: reg_mux_out = in23;
            5'b11000: reg_mux_out = in24;
            5'b11001: reg_mux_out = in25;
            5'b11010: reg_mux_out = in26;
            5'b11011: reg_mux_out = in27;
            5'b11100: reg_mux_out = in28;
            5'b11101: reg_mux_out = in29;
            5'b11110: reg_mux_out = in30;
            5'b11111: reg_mux_out = in31;
            default: reg_mux_out = 32'd0;
        endcase
    end
    assign mux_out = reg_mux_out;
endmodule
--- /design/flow/run.sh ---
#!/bin/bash
# OpenROAD 26Q1-2900-gdf79404cd8, Yosys 0.63+post, stock flow scripts
make -C /OpenROAD-flow-scripts/flow DESIGN_CONFIG=/design/flow/config.mk WORK_HOME=/design/flow/orfs finish
==> impl_metrics.ini <==
; physical design summary
[clocking]
hold_buffers = 0
cts_setup_buffers = 0
cts.repair.resized = 0

[sta]
max_freq_ghz = 0.108
fin_crit_sh_pct = 80.2
maxSlewHeadroom_pct = -2.80
postLayoutSetupSlackWorst_ns = 2.30
tns_ns = 0
drv_slew = 2
finalSetupViolCount = 0
finalHoldViolCount = 0
rsz0062_at_grt = no
period_needed_ns = 9.30
worstMarginPinSlew_ns = 1.50

[run]
openroad.warnings = 32
drv_cap = 1

[worst_setup_path]
crit_fanout = 29
cpLargestDelayFamily = buffers and inverters
worstSetupPathType = in -> out
max_stage_delay_ns = 0.78
crit_required_ns = 9.28
endpoint_kind = primary output
path_cells = clkdlybuf4s50_1, buf_4, nor3b_2, buf_4, buf_4, nand3_1, nand4_1, or4_1, o32a_1, clkdlybuf4s50_1
cp_slowest_cell = nor3b_2
path_buffers = 5
cp.arrival_ns = 6.98
path_common_cell = buf_4
cp-start-kind = input pin

[place]
dp.cells = 4366
place_ws_ns = 2.16
post_dp_cell_area_um2 = 21000
dp_hpwl_mm = 177
gp_congestion = 0.971
io_buffer_count = 1061

[grt]
grt_usage_pct = 21.8
grt_pass1_vias = 18593
antenna_found_initial = 214
grt_pass1_wl_mm = 239
gr-total-overflow = 0
grt_max_degree = 93

[synth]
ys_chip_area_um2 = 7960
yosys_warnings = 0
synthesis.area_um2 = 7960
synth_area_leader_cell = nand3_1
synth_seq_share_pct = 0
synth_cell_type_count = 36
syn-instance-count = 1354
netlist_top_cells_area = nand3_1, nand4_1, and3_1
yosys_cells = 1354
top_area_share_pct = 33.6
avgSynthCellArea_um2 = 5.88

[floorplan]
die-area_um2 = 175000
die_x_um = 418
coreArea_um2 = 158000
initCoreUtil_pct = 5.04
num_rows = 146
die_h_um = 418
top_level_ports = 1061

[detailed_routing]
drtAntennaViolNets = 0
dr.pass1.iters = 8
wl_per_cell_um = 44.6
route.detailed.drc = 0
num_vias = 18722
drtIter0Drc = 2369
finalWirelength_mm = 199
viasPerCell = 4.20

[final_layout]
drive_above_1_share_pct = 5.14
final_area_um2 = 21200
stdcell_count = 4460
flop_area_um2 = 0
flops = 0
areaGrowthSynthToFinish_pct = 167
n_clock_buffer = 0

[worst_hold_path]
hp-class = in -> out

[status]
outcome = finished with violations
violations = max-capacitance violations, max-slew violations

[power]
power_density_nw_per_um2 = 37.0
worst_ir_drop_vdd_v = 0.0000134
p_leak_uw = 0.00710
[area by class of cell]
cell class | count | area (um^2)
repair buffers | 1141 | 11200
diodes | 94 | 235
multi-input cells | 1152 | 7180
inverters | 1 | 3.75
well taps | 2072 | 2590
fillers | 18267 | 137000
[logic make-up (layout without fill, tap and decap cells)]
| family | after synthesis | count (layout) | synth area share, % |
|---|---|---|---|
| buf+inv | 202 | 1142 | 10.9 |
| other cells | 0 | 94 | 0 |
| compound gates | 260 | 260 | 26.2 |
| mux | 12 | 12 | 1.70 |
| simple gates | 880 | 880 | 61.2 |
[worst paths after layout]
kind	from	end	slack, ns	cells past startpoint
worst min-delay path	in0[16]	mux_out[16]	5.63	3
worst max-delay path	sel[0]	mux_out[25]	2.30	10
[where the power goes]
group	switching [uW]	internal [uW]
combinational	376	411
sequential	0	0
clock	0	0.00105
[synth_stat cells, types with 3 or more instances]
cell type	n
and2_1	10
a32o_1	4
mux2_2	12
nand3_1	535
o32a_1	31
a21oi_1	5
nand4_1	153
a22oi_1	83
buf_1	28
and3_1	122
nand2_1	3
o211ai_1	4
a2111oi_0	32
clkbuf_1	125
buf_2	39
nor2_1	6
buf_6	7
or4_1	32
o21ai_0	27
nor3b_1	3
nor3_1	3
a32oi_1	70
and3b_1	3
[cell usage in the layout (no fill, tap or decap), types with 3 or more instances in the layout]
master	count
nor3b_2	3
and3_1	121
buf_4	78
o21ai_0	20
o21ai_1	7
nand4_1	153
a22oi_1	83
nand3_1	535
a32oi_1	70
and3b_4	3
and2_2	9
nor2_1	4
a21oi_1	5
or4_1	32
a2111oi_0	29
clkdlybuf4s50_1	1059
o211ai_1	4
diode_2	94
a32o_1	4
a2111oi_1	3
o32a_1	31
mux2_2	12
[through the flow]
step	total power [uW]	hold WS (ns)	util, %
finish	787	5.63	13.5
CTS	795	5.63	13.3
floorplan	140	4.72	-
global route	811	5.64	13.4
global placement	795	5.64	13.3
detailed placement	790	5.63	13.3
[per-layer routing]
layer	up-vias	part of all wire, %	GRT usage [%]
met5	-	0.42	0
met4	130	5.3	10.2
met3	414	10	7.89
met2	1389	49	36.7
met1	9240	35	24.3
li1	7549	-	-
Power is estimated from default activity; no workload was simulated.
