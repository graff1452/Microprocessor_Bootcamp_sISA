==> flow/design.v <==
module mux_16to1_32bits 
(   
    input   wire    [31:0]  in0,
    input   wire    [31:0]  in1,
    input   wire    [31:0]  in2,
    input   wire    [31:0]  in3,
    input   wire    [31:0]  in4,
    input   wire    [31:0]  in5,
    input   wire    [31:0]  in6,
    input   wire    [31:0]  in7,
    input   wire    [31:0]  in8,
    input   wire    [31:0]  in9,
    input   wire    [31:0]  in10,
    input   wire    [31:0]  in11,
    input   wire    [31:0]  in12,
    input   wire    [31:0]  in13,
    input   wire    [31:0]  in14,
    input   wire    [31:0]  in15,
    input   wire    [3:0]   sel, 
    output  wire    [31:0]  mux_out
);
    reg [31:0] reg_mux_out;
    always @(*) 
    begin
        case (sel)
            4'b0000: reg_mux_out = in0;
            4'b0001: reg_mux_out = in1;
            4'b0010: reg_mux_out = in2;
            4'b0011: reg_mux_out = in3;
            4'b0100: reg_mux_out = in4;
            4'b0101: reg_mux_out = in5;
            4'b0110: reg_mux_out = in6;
            4'b0111: reg_mux_out = in7;
            4'b1000: reg_mux_out = in8;
            4'b1001: reg_mux_out = in9;
            4'b1010: reg_mux_out = in10;
            4'b1011: reg_mux_out = in11;
            4'b1100: reg_mux_out = in12;
            4'b1101: reg_mux_out = in13;
            4'b1110: reg_mux_out = in14;
            4'b1111: reg_mux_out = in15;
            default: reg_mux_out = 32'd0;
        endcase
    end
    assign mux_out = reg_mux_out;
endmodule
module register_32bits 
(
    input   wire [31:0]     D,
    input   wire            enable,
    input   wire            clk,
    input   wire            rst,
    output  wire [31:0]     reg_out
);
    reg [31:0] reg_reg_out;
    always @(posedge clk or posedge rst)
    begin
        if (rst) 
        begin
            reg_reg_out <= 32'b0;
        end
        else 
        begin
            if (clk) 
            begin
                if (enable) 
                begin
                    reg_reg_out <= D;
                end
            end
        end
    end
    assign reg_out = reg_reg_out;
endmodule
module register_file
(
    input   wire [4:0]  rs1_addr,
    input   wire [4:0]  rs2_addr,
    input   wire [4:0]  rd_addr,
    input   wire        reg_write,
    input   wire [31:0] rd_data,
    input   wire        clk,
    input   wire        rst,
    output  wire [31:0] rs1_val,
    output  wire [31:0] rs2_val,
    output wire [31:0] register_32bits_0_value,
    output wire [31:0] register_32bits_1_value,
    output wire [31:0] register_32bits_2_value,
    output wire [31:0] register_32bits_3_value,
    output wire [31:0] register_32bits_4_value,
    output wire [31:0] register_32bits_5_value,
    output wire [31:0] register_32bits_6_value,
    output wire [31:0] register_32bits_7_value,
    output wire [31:0] register_32bits_8_value,
    output wire [31:0] register_32bits_9_value,
    output wire [31:0] register_32bits_10_value,
    output wire [31:0] register_32bits_11_value,
    output wire [31:0] register_32bits_12_value,
    output wire [31:0] register_32bits_13_value,
    output wire [31:0] register_32bits_14_value,
    output wire [31:0] register_32bits_15_value
);
    wire [31:0] wire_register_32bits_0_reg_out;
    wire [31:0] wire_register_32bits_1_reg_out;
    wire [31:0] wire_register_32bits_2_reg_out;
    wire [31:0] wire_register_32bits_3_reg_out;
    wire [31:0] wire_register_32bits_4_reg_out;
    wire [31:0] wire_register_32bits_5_reg_out;
    wire [31:0] wire_register_32bits_6_reg_out;
    wire [31:0] wire_register_32bits_7_reg_out;
    wire [31:0] wire_register_32bits_8_reg_out;
    wire [31:0] wire_register_32bits_9_reg_out;
    wire [31:0] wire_register_32bits_10_reg_out;
    wire [31:0] wire_register_32bits_11_reg_out;
    wire [31:0] wire_register_32bits_12_reg_out;
    wire [31:0] wire_register_32bits_13_reg_out;
    wire [31:0] wire_register_32bits_14_reg_out;
    wire [31:0] wire_register_32bits_15_reg_out;
    assign register_32bits_0_value  = wire_register_32bits_0_reg_out;
    assign register_32bits_1_value  = wire_register_32bits_1_reg_out;
    assign register_32bits_2_value  = wire_register_32bits_2_reg_out;
    assign register_32bits_3_value  = wire_register_32bits_3_reg_out;
    assign register_32bits_4_value  = wire_register_32bits_4_reg_out;
    assign register_32bits_5_value  = wire_register_32bits_5_reg_out;
    assign register_32bits_6_value  = wire_register_32bits_6_reg_out;
    assign register_32bits_7_value  = wire_register_32bits_7_reg_out;
    assign register_32bits_8_value  = wire_register_32bits_8_reg_out;
    assign register_32bits_9_value  = wire_register_32bits_9_reg_out;
    assign register_32bits_10_value = wire_register_32bits_10_reg_out;
    assign register_32bits_11_value = wire_register_32bits_11_reg_out;
    assign register_32bits_12_value = wire_register_32bits_12_reg_out;
    assign register_32bits_13_value = wire_register_32bits_13_reg_out;
    assign register_32bits_14_value = wire_register_32bits_14_reg_out;
    assign register_32bits_15_value = wire_register_32bits_15_reg_out;
    register_32bits register_32bits_0 
    (
        .D(32'd0),
        .enable((rd_addr == 5'd0) && reg_write),
        .clk(clk),
        .rst(rst),
        .reg_out(wire_register_32bits_0_reg_out)
    );
    register_32bits register_32bits_1 
    (
        .D(rd_data),
        .enable((rd_addr == 5'd1) && reg_write),
        .clk(clk),
        .rst(rst),
        .reg_out(wire_register_32bits_1_reg_out)
    );
    register_32bits register_32bits_2
    (
        .D(rd_data),
        .enable((rd_addr == 5'd2) && reg_write),
        .clk(clk),
        .rst(rst),
        .reg_out(wire_register_32bits_2_reg_out)
    );
    register_32bits register_32bits_3
    (
        .D(rd_data),
        .enable((rd_addr == 5'd3) && reg_write),
        .clk(clk),
        .rst(rst),
        .reg_out(wire_register_32bits_3_reg_out)
    );
    register_32bits register_32bits_4 
    (
        .D(rd_data),
        .enable((rd_addr == 5'd4) && reg_write),
        .clk(clk),
        .rst(rst),
        .reg_out(wire_register_32bits_4_reg_out)
    );
    register_32bits register_32bits_5
    (
        .D(rd_data),
        .enable((rd_addr == 5'd5) && reg_write),
        .clk(clk),
        .rst(rst),
        .reg_out(wire_register_32bits_5_reg_out)
    );
    register_32bits register_32bits_6 
    (
        .D(rd_data),
        .enable((rd_addr == 5'd6) && reg_write),
        .clk(clk),
        .rst(rst),
        .reg_out(wire_register_32bits_6_reg_out)
    );
    register_32bits register_32bits_7 
    (
        .D(rd_data),
        .enable((rd_addr == 5'd7) && reg_write),
        .clk(clk),
        .rst(rst),
        .reg_out(wire_register_32bits_7_reg_out)
    );
    register_32bits register_32bits_8 
    (
        .D(rd_data),
        .enable((rd_addr == 5'd8) && reg_write),
        .clk(clk),
        .rst(rst),
        .reg_out(wire_register_32bits_8_reg_out)
    );
    register_32bits register_32bits_9 
    (
        .D(rd_data),
        .enable((rd_addr == 5'd9) && reg_write),
        .clk(clk),
        .rst(rst),
        .reg_out(wire_register_32bits_9_reg_out)
    );
    register_32bits register_32bits_10 
    (
        .D(rd_data),
        .enable((rd_addr == 5'd10) && reg_write),
        .clk(clk),
        .rst(rst),
        .reg_out(wire_register_32bits_10_reg_out)
    );
    register_32bits register_32bits_11 
    (
        .D(rd_data),
        .enable((rd_addr == 5'd11) && reg_write),
        .clk(clk),
        .rst(rst),
        .reg_out(wire_register_32bits_11_reg_out)
    );
    register_32bits register_32bits_12 
    (
        .D(rd_data),
        .enable((rd_addr == 5'd12) && reg_write),
        .clk(clk),
        .rst(rst),
        .reg_out(wire_register_32bits_12_reg_out)
    );
    register_32bits register_32bits_13 
    (
        .D(rd_data),
        .enable((rd_addr == 5'd13) && reg_write),
        .clk(clk),
        .rst(rst),
        .reg_out(wire_register_32bits_13_reg_out)
    );
    register_32bits register_32bits_14 
    (
        .D(rd_data),
        .enable((rd_addr == 5'd14) && reg_write),
        .clk(clk),
        .rst(rst),
        .reg_out(wire_register_32bits_14_reg_out)
    );
    register_32bits register_32bits_15 
    (
        .D(rd_data),
        .enable((rd_addr == 5'd15) && reg_write),
        .clk(clk),
        .rst(rst),
        .reg_out(wire_register_32bits_15_reg_out)
    );
    mux_16to1_32bits mux_16to1_32bits_0 
    (
        .in0(wire_register_32bits_0_reg_out),
        .in1(wire_register_32bits_1_reg_out),
        .in2(wire_register_32bits_2_reg_out),
        .in3(wire_register_32bits_3_reg_out),
        .in4(wire_register_32bits_4_reg_out),
        .in5(wire_register_32bits_5_reg_out),
        .in6(wire_register_32bits_6_reg_out),
        .in7(wire_register_32bits_7_reg_out),
        .in8(wire_register_32bits_8_reg_out),
        .in9(wire_register_32bits_9_reg_out),
        .in10(wire_register_32bits_10_reg_out),
        .in11(wire_register_32bits_11_reg_out),
        .in12(wire_register_32bits_12_reg_out),
        .in13(wire_register_32bits_13_reg_out),
        .in14(wire_register_32bits_14_reg_out),
        .in15(wire_register_32bits_15_reg_out),
        .sel(rs1_addr[3:0]),
        .mux_out(rs1_val)
    );
    mux_16to1_32bits mux_16to1_32bits_1
    (
        .in0(wire_register_32bits_0_reg_out),
        .in1(wire_register_32bits_1_reg_out),
        .in2(wire_register_32bits_2_reg_out),
        .in3(wire_register_32bits_3_reg_out),
        .in4(wire_register_32bits_4_reg_out),
        .in5(wire_register_32bits_5_reg_out),
        .in6(wire_register_32bits_6_reg_out),
        .in7(wire_register_32bits_7_reg_out),
        .in8(wire_register_32bits_8_reg_out),
        .in9(wire_register_32bits_9_reg_out),
        .in10(wire_register_32bits_10_reg_out),
        .in11(wire_register_32bits_11_reg_out),
        .in12(wire_register_32bits_12_reg_out),
        .in13(wire_register_32bits_13_reg_out),
        .in14(wire_register_32bits_14_reg_out),
        .in15(wire_register_32bits_15_reg_out),
        .sel(rs2_addr[3:0]),
        .mux_out(rs2_val)
    );
endmodule
==> flow/run.sh <==
#!/bin/bash
# OpenROAD 26Q1-2900-gdf79404cd8, Yosys 0.63+post, stock flow scripts
make -C /OpenROAD-flow-scripts/flow DESIGN_CONFIG=/design/flow/config.mk WORK_HOME=/design/flow/orfs finish
==> flow/config.mk <==
export PLATFORM = sky130hd
export DESIGN_NAME = register_file
export DESIGN_NICKNAME = register_file
export VERILOG_FILES = /design/flow/design.v
export SDC_FILE = /design/flow/constraint.sdc
export NUM_CORES = 4
export LEC_CHECK = 1
export CORE_UTILIZATION = 40
export SYNTH_HDL_FRONTEND = slang
==> flow/constraint.sdc <==
current_design register_file

set clk_period 8.5
set clk_io_pct 0.2

create_clock -name clk0 -period $clk_period [get_ports {clk}]

set non_clock_inputs [all_inputs -no_clocks]
set_input_delay [expr $clk_period * $clk_io_pct] -clock clk0 $non_clock_inputs
set_output_delay [expr $clk_period * $clk_io_pct] -clock clk0 [all_outputs]
==> flow.log <==
[report] implementation figures
[metrics] status: complete, no violations
[metrics] static leakage power: 16.3 nW
[metrics] yosys stat area: 25600 um2
[metrics] worst max-slew margin expressed relative to the limit: 0.340
[metrics] post-synthesis cell count from yosys: 2076
[metrics] type of the worst setup path: in2out
[metrics] overall die area: 65000 um2
[metrics] actual slew at the worst max-slew pin: 0.984 ns
[metrics] ordered list of cells on the worst path: buf_2, buf_4, nand2b_1, nor2b_4, buf_4, a222oi_1, nand4_1, clkdlybuf4s50_1
[metrics] number of global-route vias before repair: 26400
[metrics] Final TNS setup: 0 ns
[metrics] count of flip-flops with a built-in enable after synthesis: 0
[metrics] most frequently used cell type in the post-synthesis netlist: sky130_fd_sc_hd__mux2_2
[metrics] CP most frequent cell: sky130_fd_sc_hd__buf_4
[metrics] Worst Hold Path Cells: 1
[metrics] Mapped Cells: 2076
[metrics] maximum fanout encountered on the critical timing path: 24
[metrics] overall overflow remaining after global route: 0
[metrics] CTS tree: done
[metrics] clock period minus worst slack: 6.60 ns
[metrics] number of DRC markers in iteration 0: 2015
[metrics] post-detail-place hpwl: 78.5 mm
[metrics] setup repair after global routing missed its margin: no
[metrics] Die Y: 255 um
[metrics] ratio of final minimum period to clock period: 0.777
[metrics] worst min path class: reg2reg
[metrics] Total GRT Usage: 0.416
[metrics] residual antenna-violating net count after detailed routing: 0
[metrics] biggest area cells: sky130_fd_sc_hd__dfrtp_1, sky130_fd_sc_hd__mux2_2, sky130_fd_sc_hd__mux2i_1
[metrics] highest ir drop seen on vdd: 0.200 mV
[metrics] total power density per cell area: 318 nW/um2
[metrics] total of flip-flops plus latches after synthesis: 480
[metrics] total of hold buffers inserted after clock tree synthesis: 0
[metrics] average cell area after synthesis: 12.3 um2
[metrics] count of cell types in the netlist: 59
[metrics] DRC viols: 0
[metrics] tally of yosys warning messages: 0
[metrics] number of standard-cell rows in the floorplan: 92
[metrics] Area Growth Syn to Fin: 44.4%
[metrics] vias per cell: 6.43
[metrics] setup skew after layout: 0 ns
[metrics] routed wirelength normalized by instance count: 35.5 um
[metrics] fmax: 0.151 GHz
[metrics] number of warnings in the stage logs: 511
[metrics] Final Setup Violations: 0
[metrics] Seq share, synth: 0.469
[metrics] cell resize tally after clock tree synthesis: 0
[metrics] floorplan utilization: 0.405
[metrics] Top-area cell share: 0.469
[metrics] Post CTS Setup Buffer Count: 0
[metrics] final estimated routing congestion in global placement: 0.953
[metrics] number of search-and-repair iterations in the first detailed-routing pass: 6
[metrics] clk slew on worst S/H paths: 0.06 ns
[metrics] type of element launching the critical path: input port
[metrics] count of input and output buffers: 591
[metrics] worst path required time: 6.80 ns
[metrics] count of max-cap constraint violations: 0
[metrics] Final Max-Slew Violation Tally: 0
[metrics] cell taking the most area after synthesis: sky130_fd_sc_hd__dfrtp_1
[metrics] crit path capture type: output pin
[metrics] final hold slack: 0.553 ns
[metrics] number of failing hold endpoints at the final stage: 0
[metrics] Synth Cell Area: 25600 um2
[metrics] fraction of final layout cells sized beyond drive strength 1: 0.292
[metrics] prevailing post-synth register cell: sky130_fd_sc_hd__dfrtp_1
[metrics] Synth async-reset ratio: 1.00
[metrics] number of top-level pins: 626
[metrics] count of cells along the worst register-to-register path: 1
[metrics] Arr. time, crit path: 4.90 ns
[metrics] cell type of the slowest stage on the worst timing path: sky130_fd_sc_hd__buf_4
[metrics] total via count in the routed design: 23300
[metrics] antenna violations before repair: 4
[metrics] global-route wire length before repair: 177 mm
[metrics] list of most frequent post-synthesis cells: sky130_fd_sc_hd__mux2_2, sky130_fd_sc_hd__dfrtp_1, sky130_fd_sc_hd__mux2i_1
[metrics] pin count of the biggest net entering global routing: 122
[metrics] floorplan die width: 255 um
[metrics] clock latency reported for the late side of the worst-skew pair: 0.74 ns
[metrics] wirelength, routed: 128 mm
[metrics] stage delay of the slowest cell on the critical path: 0.58 ns
[metrics] area inside the core boundary: 63200 um2
[metrics by stage]
stage | setup WS, ns | instances | utilization | area [um2] | total power [mW]
final | 1.90 | 3619 | 0.585 | 36900 | 11.7
after global routing | 1.90 | 3619 | 0.585 | 36900 | 12.3
after CTS | 1.98 | 3618 | 0.585 | 36900 | 11.8
after detailed placement | 1.99 | 3369 | 0.507 | 32000 | 8.84
after global placement | 1.99 | 3369 | 0.507 | 32000 | 8.84
after floorplan | 0.295 | 2107 | - | 25700 | 5.57
[final cells by class]
class	count	area, um2
fillers	4921	26200
flip-flops and latches	480	12000
clock inverters	56	737
diodes	1	2.50
clock buffers	193	4180
multi-input cells	1390	12600
well taps	846	1060
repair buffers	649	6350
inverters	4	18.8
[worst paths after layout]
kind                                          startpoint                        endpoint  slack [ns]
max                                          rs1_addr[2]                      rs1_val[2]        1.90
min                        register_32bits_8.reg_out[14]   register_32bits_8.reg_out[14]        0.55
max reg2reg                 register_32bits_4.reg_out[4]    register_32bits_4.reg_out[4]        7.60
min reg2reg                register_32bits_8.reg_out[14]   register_32bits_8.reg_out[14]        0.55
max in group asynchronous                            rst  register_32bits_11.reg_out[11]        5.11
min in group asynchronous                            rst   register_32bits_9.reg_out[30]        1.47
[cell families after synthesis]
kind of cell           share of synthesized area
AOI/OAI and AO/OA                          0.127
buffers and inverters                     0.0470
DFF                                        0.469
muxes                                      0.307
other                                   0.000147
and+or+nand+nor                           0.0490
[layout by cell type, fill, tap and decap left out, types with 5 or more instances in the layout]
master	Yosys	final
sky130_fd_sc_hd__a22oi_1	78	78
sky130_fd_sc_hd__nand3b_1	7	7
sky130_fd_sc_hd__dfrtp_1	480	480
sky130_fd_sc_hd__clkdlybuf4s50_1	0	583
sky130_fd_sc_hd__a22o_1	120	120
sky130_fd_sc_hd__clkinv_1	0	14
sky130_fd_sc_hd__a222oi_1	13	13
sky130_fd_sc_hd__mux2_2	485	485
sky130_fd_sc_hd__nor2b_4	0	5
sky130_fd_sc_hd__conb_1	1	32
sky130_fd_sc_hd__o22ai_1	44	44
sky130_fd_sc_hd__a211oi_1	11	11
sky130_fd_sc_hd__buf_4	38	61
sky130_fd_sc_hd__inv_4	0	7
sky130_fd_sc_hd__clkbuf_1	86	26
sky130_fd_sc_hd__nand2_1	58	58
sky130_fd_sc_hd__a211o_1	12	12
sky130_fd_sc_hd__mux4_2	15	15
sky130_fd_sc_hd__bufinv_16	0	17
sky130_fd_sc_hd__nor2_1	68	64
sky130_fd_sc_hd__mux2_1	9	9
sky130_fd_sc_hd__a221oi_1	29	29
sky130_fd_sc_hd__a21oi_1	34	34
sky130_fd_sc_hd__clkbuf_8	0	9
sky130_fd_sc_hd__nand2b_1	7	7
sky130_fd_sc_hd__clkbuf_16	0	158
sky130_fd_sc_hd__a2111o_1	6	6
sky130_fd_sc_hd__and2_1	9	7
sky130_fd_sc_hd__o221ai_1	30	30
sky130_fd_sc_hd__nand4_1	30	30
sky130_fd_sc_hd__mux2i_1	192	192
sky130_fd_sc_hd__inv_6	0	5
sky130_fd_sc_hd__o21ai_0	5	5
sky130_fd_sc_hd__clkinv_2	0	9
sky130_fd_sc_hd__nand3_1	24	24
sky130_fd_sc_hd__o22a_1	12	12
[per-layer routing]
metal  part of all wire  track usage  wire (um)
met5             0.0024       0.0414        312
met4              0.078        0.324       9980
met3               0.17        0.333      22000
met2               0.42        0.523      53600
met1               0.33        0.452      42500
[worst max-delay path, delay by kind of cell]
kind,cells,cell delay [ns]
AND-OR/OR-AND,1,0.22
buffers and inverters,4,1.97
AND/OR/NAND/NOR,3,0.96
[power by group]
part / switching, mW / total [mW] / internal, mW / leakage, nW
Combinational: 1.06 / 3.38 / 2.32 / 5.10
Sequential: 1.32 / 4.61 / 3.30 / 6.38
Clock: 1.31 / 3.75 / 2.44 / 4.81
Total: 3.69 / 11.7 / 8.05 / 16.3
Power is estimated from default activity; no workload was simulated.
